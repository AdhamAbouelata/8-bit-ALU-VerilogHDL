==> flow/design.v <==
module adder(
           input [7:0] A,B,  				   
           input [1:0] Adder_Sel,		   
           output [7:0] Adder_Out, 		   
			  output equal,greater,smaller,  
			  output CarryOut  				   
    );
    reg [7:0] Adder_Result;
    wire [8:0] tmp;
    assign Adder_Out = Adder_Result;  
    assign tmp = {1'b0,A} + {1'b0,B};
    assign CarryOut = tmp[8];  
	 assign equal   = (A==B)?1'd1:1'd0 ;
	 assign greater = (A>B)	?1'd1:1'd0 ;
	 assign smaller = (A<B) ?1'd1:1'd0 ; 
	always@(*)
	begin
	case(Adder_Sel)
        2'b00:  
           Adder_Result = A + B ; 
        2'b01:  
           Adder_Result = A - B ;
        2'b11:  
           Adder_Result = ~B + 8'h01;
		  default: Adder_Result = 8'h00 ;
        endcase  
	end
endmodule
module alu_struct(
           input clk, rst_n,
			  input [7:0] A,B,  				   
           input [3:0] ALU_Sel,			   
           output [7:0] ALU_Out, 		   
			  output equal,greater,smaller,  
			  output CarryOut  				   
    );
wire [7:0] Adder_Out, Logic_Out, shifter_Out, temp, reg_In;
adder 			g1(A, B, ALU_Sel[1:0], Adder_Out, equal, greater, smaller, CarryOut);
logic_unit		g2(A, B, ALU_Sel[1:0], Logic_Out);
shifter			g3(A,    ALU_Sel[1:0], shifter_Out);
mux_8bit			g4(temp  , 		Logic_Out, shifter_Out, ALU_Sel[2]);
mux_8bit			g5(reg_In,     Adder_Out, temp       , ALU_Sel[3]);
register_8bit	g6(clk, rst_n, reg_In, ALU_Out);
endmodule
module d_ffr(clk, rst_n, d, q);
input clk, rst_n;
input  [7:0] d;
output reg [7:0] q;
always @ (posedge clk or negedge rst_n) begin
    if (!rst_n) q <= 0;
    else      q <= d;
end
endmodule
module logic_unit(
           input [7:0] A,B,  				   
           input [1:0] Logic_Sel,		   
           output [7:0] Logic_Out 		   
    );
    reg  [7:0] Logic_Result;
    assign Logic_Out = Logic_Result;  
	always@(*)
	begin
	case(Logic_Sel)
        2'b00:  
           Logic_Result = A & B;
        2'b01:  
           Logic_Result = A ^ B;
        2'b10:  
           Logic_Result = A | B;
        2'b11:  
           Logic_Result = ~ B  ;
		  default: Logic_Result = 8'h00 ;
   endcase  
	end
endmodule
module mux_8bit(Out, In0, In1, S);
output [7:0] Out;
input  [7:0] In0, In1;
input  S;
assign Out = (S) ? In1:In0 ;
endmodule
module register_8bit (clk, rst, d, q);
input clk, rst;
input  [7:0] d; 
output [7:0] q;
wire [7:0] q1, q2, q3, q4, q5, q6, q7;
d_ffr u1(clk, rst, d, q1);
d_ffr u2(clk, rst, q1, q2);
d_ffr u3(clk, rst, q2, q3);
d_ffr u4(clk, rst, q3, q4);
d_ffr u5(clk, rst, q4, q5);
d_ffr u6(clk, rst, q5, q6);
d_ffr u7(clk, rst, q6, q7);
d_ffr u8(clk, rst, q7, q);
endmodule
module shifter(
           input [7:0] A,  				   
           input [1:0] shifter_Sel,		   
           output [7:0] shifter_Out 		   
    );
    reg  [7:0] shifter_Result;
    assign shifter_Out = shifter_Result;  
	always@(*)
	begin
	case(shifter_Sel)
        2'b00:  
           shifter_Result = A>>1;
        2'b01:  
           shifter_Result = A<<1;
        2'b10:  
           shifter_Result = {A[0],A[7:1]};
        2'b11:  
           shifter_Result = {A[6:0],A[7]};
		  default: shifter_Result = 8'h00 ;
   endcase  
	end
endmodule
==> flow/run.sh <==
#!/bin/bash
# OpenROAD 26Q1-2900-gdf79404cd8, Yosys 0.63+post, stock flow scripts
make -C /OpenROAD-flow-scripts/flow DESIGN_CONFIG=/design/flow/config.mk WORK_HOME=/design/flow/orfs finish
==> flow/config.mk <==
export PLATFORM = sky130hd
export DESIGN_NAME = alu_struct
export DESIGN_NICKNAME = alu_struct
export VERILOG_FILES = /design/flow/design.v
export SDC_FILE = /design/flow/constraint.sdc
export NUM_CORES = 4
export LEC_CHECK = 1
export CORE_UTILIZATION = 30
==> flow/constraint.sdc <==
current_design alu_struct

set clk_period 6.1
set clk_io_pct 0.2

create_clock -name clk0 -period $clk_period [get_ports {clk}]

set non_clock_inputs [all_inputs -no_clocks]
set_input_delay [expr $clk_period * $clk_io_pct] -clock clk0 $non_clock_inputs
set_output_delay [expr $clk_period * $clk_io_pct] -clock clk0 [all_outputs]
==> run notes <==
yosys + openroad results -> Hold Vio Cnt, Final=0, Critical-path top delay cell=clkdlybuf4s50_1, CP max stage delay=about 0.64 ns, I/O Buffers=33, overall die width=roughly 100 um, Critical Path Fanout Max=8, maxcap violations=0, drt pass-1 iters=4, CP cell instances=clkdlybuf4s50_1 -> inv_1 -> ha_1 -> nor2_1 -> a211oi_1 -> o21bai_1 -> a221oi_1 -> clkdlybuf4s50_1, hold buffers post-CTS=0, Antenna Nets Post-Route=0, Total GRT Usage=between 10% and 20%, YS chip area=3110 sq um, worst hold slack=0.346 ns, CTS root buf=clkbuf_8, vias per cell=4.79, Max Transition Viols Final=0, biggest area cells=dfrtp_1 (52%), ha_1 (10%), mux4_2 (3.6%), Worst R2R End=g6.u8.q[5]$_DFF_PN0_, Synth Seq Share=51.6%, nature of the critical path startpoint=primary input, Syn-to-layout area delta=19.5%, Reg2Reg Setup Slack=5.62 ns, Dominant flop cell=dfrtp_1, Resized Gates After CTS=0, non-filler cells, final=between 400 and 500, reg2reg start=g6.u7.q[5]$_DFF_PN0_, PD cells=256 nW/um^2, Worst Skew=between 0.003 and 0.004 ns, vias=between 2000 and 2500, Critical Path Source=B[3], DRT iter0 DRCs=between 80 and 90, hold path endpoint=g6.u6.q[7]$_DFF_PN0_, Synth Cell Area=between 3000 and 4000 sq um, Fmax achieved=197 MHz, H-tree depth=3, post-synthesis compound-gate area fraction=between 10 and 15%, IO Count=34, clk buf depth=2, status=complete, no violations, CTS tree=done, crit path buf inv count=3, Worst Hold Launch=g6.u5.q[7]$_DFF_PN0_, Mapped Avg Cell Area=11.2 sq um, hpwl dp=between 4 and 5 mm, drc violations=0, Synth top cell by count=dfrtp_1, clk ins delay skew pair=between 0.3 and 0.4 ns, hold depth=0, Hold WC Path Type=register to register, Post-synth top cells=dfrtp_1 (64), ha_1 (25), inv_1 (25), nor2_1 (25), a21oi_1 (18), via count of the first global-routing pass=a little over 2000, initial antenna violation count=0, Inserted Clock Buffers=9, Final Setup Violations=0, critical path class=primary input to primary output, RD Place Congestion=roughly 0.90, Die ar.=10800 sq um, Setup Buffers After CTS=0, worst-margin pin slew=around 0.75 ns, setup TNS=0 ns, Die Span Y=between 100 and 150 um, layout cell share with drive strength beyond 1=8.31%, OpenROAD warning count=about 41, EDFF count, synth=0, yosys adder share=between 10% and 20%, Floorplan Utilization=around a third, Synth cell types=about 51, CP arrival=between 3 and 4 ns, Simple-Gate Area Share=under 10%, total power=949 uW, Mapped Cells=approximately 280, RSZ-0062 raised after global routing=false, fraction of synthesis flops using an asynchronous set or reset pin=about 100%, yosys xor share=under 10%, Yosys Instances=between 200 and 300, largest net degree at the start of global routing=roughly 65, placed cell count=approximately 430, Top cell by count, worst path=clkdlybuf4s50_1, YS warnings=4, mux share=roughly 4.3%, Critical Path End Type=primary output, drt wl/cell=13.0 um, Core ar.=a little under 10000 sq um, CTS clock-pin slew for the worst setup and hold paths=approximately 0.05 ns, CP delay by family, top=buffers and inverters, GRT overflow=0, FF+latch count, synth=about 64, final WL=about 5.8 mm, P_leak=about 0.0016 uW, Logic family by area=AND-OR/OR-AND gates, Worst VDD drop=about 0.13 mV, slew margin rel.=between 50 and 60%, logic depth of the worst setup path including buffers=8, fin crit share=between 80% and 90%, # diodes=0, Row Count=36, Worst R2R Path Depth=0, clk sinks=between 60 and 70, Area leader share=between 50% and 60%, first-pass GRT wire length=9.79 mm, Yosys top cell by area=dfrtp_1, Final min period=about 5.1 ns, Worst Path Required=4.88 ns, fin util=37.5%
state kept, by name, summed over array words and instances, names as in the netlist:
signal,cells
g6.u1.q,8
g6.u2.q,8
g6.u3.q,8
g6.u4.q,8
g6.u5.q,8
g6.u6.q,8
g6.u7.q,8
g6.u8.q,8
power breakdown:
group          internal, uW  switching (uW)  total, uW
Sequential              482            12.8        495
Clock                   162             129        291
Combinational          78.7            84.0        163
cell usage in the layout, fill, tap and decap left out, types with 3 or more instances in the layout:
master	synthesis	routed
o21bai_1	4	4
nor3_1	4	4
a211oi_1	4	4
o21ai_0	6	6
buf_4	1	3
o21a_1	4	4
nor2_1	25	25
nor2b_1	4	4
a21oi_1	18	18
dfrtp_1	64	64
xnor2_1	11	11
o211ai_1	5	5
mux4_2	5	5
clkbuf_8	0	11
ha_1	25	25
nand2_1	14	14
clkdlybuf4s50_1	0	32
inv_1	25	25
nand3_1	4	4
metal layers:
layer / part of all wire (%) / wire length, um / up-vias / global-route usage, %
met1: 46 / 2660 / 1009 / 17.0
met4: 3.7 / 216 / 0 / 3.78
met5: 0 / 0 / - / 0
met3: 5.8 / 333 / 22 / 2.69
li1: - / - / 1026 / -
met2: 45 / 2580 / 80 / 16.8
logic make-up after synthesis:
group                      Yosys count
muxes                                7
adders and majority gates           27
buffers and inverters               39
xor gates and xnor gates            12
DFF                                 64
AOI/OAI and AO/OA                   64
and+or+nand+nor                     64
how the worst max path moves through the flow:
stage / endpoint / slack (ns)
after global routing: smaller / 0.71
after CTS: smaller / 1.01
final: smaller / 1.03
metrics by stage:
stage	setup WS [ns]	cell area (sq um)
final	1.03	3710
after global routing	0.712	3710
after CTS	1.01	3710
after detailed placement	1.02	3550
after global placement	1.05	3550
after floorplan	2.44	3110
layout make-up:
class | count | area (sq um)
clock buffer | 12 | 155
clock inverter | 1 | 5.00
fill | 962 | 6200
inverter | 26 | 100
multi-input combinational | 174 | 1340
sequential | 64 | 1600
tap | 133 | 166
timing repair buffer | 36 | 348
Power and IR drop assume default switching activity.
