==> flow/design.v <==
module alu(
           input [7:0] A,B,  				   
           input [3:0] ALU_Sel,			   
           output [7:0] ALU_Out, 		   
			  output equal,greater,smaller,  
			  output CarryOut  				   
    );
    reg [7:0] ALU_Result;
    wire [8:0] tmp;
    assign ALU_Out = ALU_Result;  
    assign tmp = {1'b0,A} + {1'b0,B};
    assign CarryOut = tmp[8];  
	 assign equal   = (A==B)?1'd1:1'd0 ;
	 assign greater = (A>B)	?1'd1:1'd0 ;
	 assign smaller = (A<B) ?1'd1:1'd0 ; 
    always @(*)
    begin
        case(ALU_Sel)
        4'b0000:  
           ALU_Result = A + B ; 
        4'b0001:  
           ALU_Result = A - B ;
        4'b0011:  
           ALU_Result = ~B + 8'h01;
		  4'b0100:  
           ALU_Result = A + B ; 
        4'b0101:  
           ALU_Result = A - B ;
        4'b0111:  
           ALU_Result = ~B + 8'h01;	  
        4'b1000:  
           ALU_Result = A & B;
        4'b1001:  
           ALU_Result = A ^ B;
        4'b1010:  
           ALU_Result = A | B;
        4'b1011:  
           ALU_Result = ~ B  ;
        4'b1100:  
           ALU_Result = A>>1;
        4'b1101:  
           ALU_Result = A<<1;
        4'b1110:  
           ALU_Result = {A[0],A[7:1]};
        4'b1111:  
           ALU_Result = {A[6:0],A[7]};  
        default: ALU_Result = 8'h00 ;
        endcase
    end
endmodule
==> flow/run.sh <==
#!/bin/bash
# OpenROAD 26Q1-2900-gdf79404cd8, Yosys 0.63+post, stock flow scripts
make -C /OpenROAD-flow-scripts/flow DESIGN_CONFIG=/design/flow/config.mk WORK_HOME=/design/flow/orfs finish
==> flow/config.mk <==
export PLATFORM = sky130hd
export DESIGN_NAME = alu
export DESIGN_NICKNAME = alu
export VERILOG_FILES = /design/flow/design.v
export SDC_FILE = /design/flow/constraint.sdc
export NUM_CORES = 4
export LEC_CHECK = 1
export CORE_AREA = 10 10 94 94
export DIE_AREA = 0 0 104 104
==> flow/constraint.sdc <==
current_design alu

set clk_period 4.6
set clk_io_pct 0.2

create_clock -name clk0 -period $clk_period

set non_clock_inputs [all_inputs -no_clocks]
set_input_delay [expr $clk_period * $clk_io_pct] -clock clk0 $non_clock_inputs
set_output_delay [expr $clk_period * $clk_io_pct] -clock clk0 [all_outputs]
==> results_tabular.tex <==
% Yosys + OpenROAD metrics
\begin{tabular}{lr}
\hline
Metric & Value \\
\hline
\multicolumn{2}{l}{\textbf{Drt}} \\
\quad DRC violation count after routing & 0 \\
\quad Count of antenna diodes in the layout & 0 \\
\quad Vias/cell & 4.94 \\
\quad DR WL/cell & 15.1 um \\
\quad Detailed-routing iteration count for the pre-antenna-repair pass & 4 \\
\quad Drt initial violations & 125 \\
\quad Via count & 1838 \\
\quad Final wirelength & 5600 um \\
\quad Antenna-violating nets left & 0 \\
\multicolumn{2}{l}{\textbf{Timing}} \\
\quad Fraction of the cycle the final worst path needs & 95.7\% \\
\quad Min Clock Period, post-route & 4.40 ns \\
\quad Final slew viol count & 0 \\
\quad Worst slew pin tran & 0.500 ns \\
\quad Final setup violation count & 0 \\
\quad Timing-limited maximum frequency & 227 MHz \\
\quad Worst slack on hold paths & 2.73 ns \\
\quad Worst max-slew margin expressed relative to the limit & 66.6\% \\
\quad Unrepaired setup endpoints after global routing & yes \\
\quad Post-route setup slack & 0.198 ns \\
\quad Hold violation count in the final report & 0 \\
\multicolumn{2}{l}{\textbf{Layout}} \\
\quad Fillcell total & 769 \\
\quad Layout Cells excl Fill & 372 \\
\quad Clkbuf count & 0 \\
\quad Share of post-route cells with drive strength above 1 & 17.0\% \\
\quad Layout overhead on the synthesized area & 44.9\% \\
\quad Sequential cell area & 0 um\^{}2 \\
\quad Final design instance area without fill & 2220 um\^{}2 \\
\quad Registers & 0 \\
\multicolumn{2}{l}{\textbf{Placed design}} \\
\quad Place WS & 0.0415 ns \\
\quad Total placed cells including tap cells & 370 \\
\quad Placed wire-length estimate & 4460 um \\
\quad Gpl congestion & 0.927 \\
\quad Number of buffer cells added on primary ports & 32 \\
\quad Placed standard-cell area & 2150 um\^{}2 \\
\multicolumn{2}{l}{\textbf{Floorplanning}} \\
\quad Horizontal die dimension & 104 um \\
\quad Die outline height & 104 um \\
\quad Rows & 30 \\
\quad Standard cell core area & 6830 um\^{}2 \\
\quad Top-level I/O count & 32 \\
\quad Starting density of the core & 22.4\% \\
\quad Area of the die & 10800 um\^{}2 \\
\multicolumn{2}{l}{\textbf{Yosys}} \\
\quad Most numerous cell types in the synthesized netlist & 27 x sky130\_fd\_sc\_hd\_\_inv\_1, 25 x sky130\_fd\_sc\_hd\_\_ha\_1, 21 x sky130\_fd\_sc\_hd\_\_o21ai\_0, 19 x sky130\_fd\_sc\_hd\_\_nand2\_1, 16 x sky130\_fd\_sc\_hd\_\_a21oi\_1 \\
\quad Warnings from Yosys & 1 \\
\quad Synth logic family & AND-OR/OR-AND gates \\
\quad Complex-gate fraction of the synthesized area & 38.6\% \\
\quad Fa+ha+maj area frac & 23.0\% \\
\quad Largest area contributor in the netlist & sky130\_fd\_sc\_hd\_\_ha\_1 \\
\quad Area of the synthesized netlist per yosys stat & 1530 um\^{}2 \\
\quad Cell area after synthesis & 1530 um\^{}2 \\
\quad Distinct cell type count of the synthesized netlist & 51 \\
\quad Instance tally after logic synthesis & 224 \\
\quad Most repeated cell in the gate-level netlist after synthesis & sky130\_fd\_sc\_hd\_\_inv\_1 \\
\quad MUX share of area & 4.82\% \\
\quad Largest cells by area after synthesis & sky130\_fd\_sc\_hd\_\_ha\_1 20\%, sky130\_fd\_sc\_hd\_\_o21ai\_0 6.9\%, sky130\_fd\_sc\_hd\_\_inv\_1 6.6\%, sky130\_fd\_sc\_hd\_\_a21oi\_1 5.2\%, sky130\_fd\_sc\_hd\_\_nand2\_1 4.7\% \\
\quad Syn avg cell area & 6.84 um\^{}2 \\
\quad XOR Share, Synth & 4.58\% \\
\quad Fraction of synthesized cell area taken by the top area cell type & 20.4\% \\
\quad Fraction of the yosys area taken by sequential cells & 0\% \\
\quad Number of cells in Yosys stat & 224 \\
\quad Area fraction in and, or, nand and nor cells after synthesis & 18.5\% \\
\multicolumn{2}{l}{\textbf{Min path}} \\
\quad Hold path start & ALU\_Sel[3] \\
\quad Hold path depth & 4 \\
\quad Kind of path behind the tightest hold check & in -> out \\
\multicolumn{2}{l}{\textbf{Worst setup path}} \\
\quad Kind of end point of the critical path & primary output \\
\quad Max stage delay on crit path & 0.51 ns \\
\quad Crit Path Max Fanout & 3 \\
\quad Critical Path Source Type & primary input \\
\quad Series of cell instances along the critical path & clkdlybuf4s50\_1 -> inv\_1 -> ha\_1 -> fa\_1 -> o21ba\_1 -> o21bai\_2 -> o21ai\_0 -> xnor2\_1 -> o31ai\_2 -> clkdlybuf4s50\_1 \\
\quad Critical Path Source & A[0] \\
\quad Cell type of the slowest stage on the worst timing path & sky130\_fd\_sc\_hd\_\_clkdlybuf4s50\_1 \\
\quad Critical Path AT & 3.48 ns \\
\quad Required arrival time at the worst endpoint & 3.68 ns \\
\quad Class of the most critical setup path & in -> out \\
\quad Top cell by count, worst path & sky130\_fd\_sc\_hd\_\_clkdlybuf4s50\_1 \\
\multicolumn{2}{l}{\textbf{Global route}} \\
\quad Vias in the first global route & 1774 \\
\quad Maximum number of pins on one net before global-route repair & 24 \\
\quad Antenna violations before repair & 0 \\
\quad Wire length of the first global-routing pass & 9460 um \\
\quad Remaining global-route overflow & 0 \\
\quad Total global routing track utilization & 10.2\% \\
\multicolumn{2}{l}{\textbf{Outcome}} \\
\quad Run status & finished, final reports clean \\
\multicolumn{2}{l}{\textbf{Pwr}} \\
\quad Leakage power of the design & 0.973 nW \\
\quad Worst VDD drop & 0.0000429 V \\
\quad Power density over cell area & 111 nW/um\^{}2 \\
\multicolumn{2}{l}{\textbf{Job}} \\
\quad Number of OpenROAD warnings & 49 \\
\quad Maximum Capacitance Violations & 0 \\
\multicolumn{2}{l}{\textbf{Clock network}} \\
\quad Quantity of hold-fixing buffers added after cts & 0 \\
\hline
\end{tabular}
[final timing paths]
path	slack, ns	end
worst max-delay path	0.20	ALU_Out[4]
worst min-delay path	2.73	ALU_Out[7]
[worst max-delay path, delay by kind of cell]
kind	cells	cell delay, ns
AOI/OAI and AO/OA	4	0.72
xor gates and xnor gates	1	0.17
adders and majority gates	2	0.63
buffers and inverters	3	1.04
[kinds of logic after synthesis]
logic type	count (synthesis)
AOI/OAI and AO/OA	82
muxes	6
xor gates and xnor gates	8
adders and majority gates	27
buffers and inverters	41
and+or+nand+nor	60
[placed cells by master, fill, tap and decap left out, types with 2 or more instances in the layout]
| cell | instances |
|---|---|
| sky130_fd_sc_hd__a32oi_1 | 2 |
| sky130_fd_sc_hd__a21oi_1 | 15 |
| sky130_fd_sc_hd__o21ai_1 | 2 |
| sky130_fd_sc_hd__nor3_1 | 5 |
| sky130_fd_sc_hd__xnor2_1 | 8 |
| sky130_fd_sc_hd__o21bai_2 | 2 |
| sky130_fd_sc_hd__o21ai_0 | 21 |
| sky130_fd_sc_hd__nor2_1 | 13 |
| sky130_fd_sc_hd__nor4_1 | 3 |
| sky130_fd_sc_hd__o31ai_1 | 2 |
| sky130_fd_sc_hd__o211ai_1 | 3 |
| sky130_fd_sc_hd__fa_1 | 2 |
| sky130_fd_sc_hd__o311ai_0 | 2 |
| sky130_fd_sc_hd__nand2_1 | 19 |
| sky130_fd_sc_hd__a31oi_1 | 3 |
| sky130_fd_sc_hd__mux2i_1 | 4 |
| sky130_fd_sc_hd__nand3_1 | 7 |
| sky130_fd_sc_hd__o31a_1 | 2 |
| sky130_fd_sc_hd__a221oi_1 | 3 |
| sky130_fd_sc_hd__o21a_1 | 2 |
| sky130_fd_sc_hd__ha_1 | 23 |
| sky130_fd_sc_hd__o221ai_1 | 2 |
| sky130_fd_sc_hd__o22ai_1 | 2 |
| sky130_fd_sc_hd__nor3b_1 | 3 |
| sky130_fd_sc_hd__dlymetal6s2s_1 | 3 |
| sky130_fd_sc_hd__a22oi_1 | 2 |
| sky130_fd_sc_hd__clkdlybuf4s50_1 | 29 |
| sky130_fd_sc_hd__inv_1 | 27 |
| sky130_fd_sc_hd__buf_4 | 33 |
| sky130_fd_sc_hd__nand2b_1 | 4 |
| sky130_fd_sc_hd__o2bb2ai_1 | 2 |
[per-layer routing]
layer	part of all wire, %	track usage (%)	up-vias
met5	0	0	-
met1	48	15.3	860
met3	6.9	2.07	2
met2	44	15.0	54
li1	-	-	922
met4	0.32	0.696	0
[stage by stage]
step                      total power, W  TNS, ns  util [%]
after floorplan                 0.000129        0         -
after global placement          0.000236        0      31.5
after detailed placement        0.000235        0      31.5
after CTS                       0.000237        0      31.5
after global routing            0.000273  -0.0353      32.5
final                           0.000247        0      32.5
[power breakdown]
group / switching, W / total (W) / internal, W / leakage [nW]
clock network: 0 / 0 / 0 / 0
registers: 0 / 0 / 0 / 0
logic: 0.000121 / 0.000247 / 0.000126 / 0.973
[final cells by class]
cell class	instances	area [um^2]	area share (%)
Inverter	28	105	4.74
Multi-Input combinational cell	183	1420	63.9
Tap cell	96	120	5.41
Timing Repair Buffer	65	576	25.9
[timing repair]
item / in CTS / in global routing
setup endpoints to repair: 0 / 3
buffers inserted: 0 / 2
resized: 0 / 12
endpoints found under the hold margin: 0 / 0
Power is estimated from default activity; no workload was simulated.
